**./design.v**
```verilog
`timescale 1ns/1ps
module spi_mem(
input clk, rst, cs, miso,
output reg ready, mosi, op_done
);
reg [7:0] mem [31:0] = '{default:0};
integer count = 0;
reg [15:0] datain;
reg [7:0]  dataout;
typedef enum bit [2:0] {idle = 0, detect = 1, store = 2, send_addr = 3, send_data = 4, temp_del = 5} state_type;
state_type state = idle;
always@(posedge clk)
begin
      if(rst) 
          begin
             state <= idle;
             count <= 0;
             mosi  <= 0;
             ready <= 0;
             op_done <= 0;
          end
     else
         begin
                case(state)
                  idle: begin
                    count <= 0;
                    mosi  <= 0;
                    ready <= 0;
                    op_done <= 0;
                    datain <= 0;
                     if(!cs)
                       state <= detect;
                     else
                       state <= idle;
                  end
                  detect: begin 
                      if(miso)
                        state <= store;  
                      else
                        state <= send_addr;    
                   end
                   store: begin
                      if(count <= 15) begin
                        datain[count]     <= miso;
                        count             <= count + 1;
                        state             <= store;
                      end
                      else
                        begin
                         mem[datain[7:0]]  <= datain[15:8];
                         state <= idle;
                         count <= 0;
                         op_done <= 1'b1;
                        end
                    end
                    send_addr: begin
                      if(count <= 7) begin
                       count <= count + 1;
                       datain[count] <= miso;
                       state <= send_addr;
                       end
                       else begin
                       count <= 0;
                       state <= temp_del;
                       ready <= 1'b0;
                       dataout <= mem[datain];
                       end
                    end
                    temp_del : begin
                     state <= send_data;
                     ready <= 1'b1;
                     count <=  1;
                     mosi  <= dataout[0];
                    end
                    send_data: begin
                       if(count <= 7) 
                       begin
                        count <= count + 1;
                        mosi  <= dataout[count]; 
                        state <= send_data;
                       end 
                       else
                         begin
                         count <= 0;
                         state <= idle;
                         op_done <= 1'b1;
                         end     
                    end   
                    default : state <= idle;
                 endcase
          end
      end
endmodule
interface spi_i;
    logic clk, rst, cs, miso;
    logic ready, mosi, op_done;
endinterface
```
**./run.sh**
```bash
#!/bin/bash
# OpenROAD 26Q1-2900-gdf79404cd8, Yosys 0.63+post, stock flow scripts
make -C /OpenROAD-flow-scripts/flow DESIGN_CONFIG=/design/flow/config.mk WORK_HOME=/design/flow/orfs finish
```
**./constraint.sdc**
```tcl
current_design spi_mem

set clk_period 4.9
set clk_io_pct 0.2

create_clock -name clk0 -period $clk_period [get_ports {clk}]

set non_clock_inputs [all_inputs -no_clocks]
set_input_delay [expr $clk_period * $clk_io_pct] -clock clk0 $non_clock_inputs
set_output_delay [expr $clk_period * $clk_io_pct] -clock clk0 [all_outputs]
```
**./config.mk**
```make
export PLATFORM = sky130hd
export DESIGN_NAME = spi_mem
export DESIGN_NICKNAME = spi_mem
export VERILOG_FILES = /design/flow/design.v
export SDC_FILE = /design/flow/constraint.sdc
export NUM_CORES = 4
export LEC_CHECK = 1
export CORE_UTILIZATION = 50
export SYNTH_HDL_FRONTEND = slang
```
==> qor.yml <==
run_status:
  status: "finished clean"
worst_setup_path:
  required_ns: 5.33
  r2r_end: "count[28]"
  r2r-start: "count[25]"
  arrival_ns: 3.76
  cp_slowest_cell: "o31ai_4"
  rrSetupSlack_ns: 1.56
  critPathCapture: "count[28]"
  rr_worst_depth: 6
  max_stage_delay_ns: 0.87
  endpoint_kind: "flop"
  crit_chain: "nor4_1, nand4_1, o31ai_4, buf_4, nand2_1, o21ai_0"
  criticalPathCategory: "flop to flop"
  path_max_fanout: 30
  critPathLaunchType: "flop"
  cp-startpoint: "count[25]"
sta:
  relSlewSlack_pct: 32.02
  hold_viol: 0
  finalSetupViolations: 0
  clock_skew_ns: 0.01513
  tns_ns: 0
  grt_setup_unrepaired: "false"
  fmax_mhz: 299.7
  period_needed_ns: 3.336
  final-max-slew-violation-count: 0
  period_used_pct: 68.09
  tightest_slew_ns: 1.012
  setup_ws_ns: 1.564
clock_tree:
  clockRootBuffer: "clkbuf_16"
  cts.sinks: 318
  post_cts.repair.setup_buffers: 0
  cts_buffer_depth: 3
  clock_latency_ns: 0.51
  cts_buffers: 35
  cts_hold_buf: 0
  cts_tree: "built"
  post_cts_resize_count: 0
  clkTransAtPathRegs_ns: 0.06
  cts_max_level: 2
route:
  avgRoutedWirePerCell_um: 26.21
  drtAntennaViolNets: 0
  drc_errors: 0
  route.vias.total: 7557
  drt_first_iter_violations: 736
  wirelength_um: 30740
  viasPerCell: 6.442
  drtPass1Iterations: 5
  num_antenna_cells: 0
global_route:
  grt_max_degree: 43
  grt_pass1_vias: 7893
  grt_pass1_wl_um: 46950
  overflow: 0
  grt.total_usage_pct: 26.83
  grt_antenna_before_repair: 0
synthesis:
  ys_ff: 318
  postSynth.asyncResetShare_pct: 0
  ff_type: "edfxtp_1"
  ys_area_um2: 13120
  synth-simple-area-share_pct: 9.163
  synth_seq_share_pct: 69.64
  synthAoiAreaFrac_pct: 5.597
  mux_share_pct: 12.56
  top_area_cell: "edfxtp_1"
  fa_ha_area_share_pct: 0.3814
  synth_cell_types: 55
  area_leaders: "edfxtp_1 (63%), mux4_2 (11%), dfxtp_1 (6.3%), a22oi_1 (1.8%), nor2_1 (1.6%)"
  topCombFamilyByArea: "multiplexers"
  common_cells: "edfxtp_1 (277), mux4_2 (66), nor2_1 (57)"
  yosysWarnings: 0
  top_cell_area_share_pct: 63.39
  most_common_cell: "edfxtp_1"
  syn_area_um2: 13120
  syn_inst: 806
  synth_area_per_cell_um2: 16.28
  synth_stat.cells: 806
  ys_sh_xor_pct: 0.4005
  edf_count: 277
cells_and_area:
  area_growth_pct: 11.36
  final_cell_area_um2: 14610
  drive_above_1_share_pct: 17.79
power_and_ir_drop:
  power_density_nw_per_um2: 396.4
  p_total_w: 0.005792
  p_leak_nw: 4.510
  peakVddDrop_v: 0.0003766
min_path:
  hold_path_class: "flop to flop"
flow_run:
  drv_cap: 0
  tool_warnings: 28
floorplanning:
  die_h_um: 164.0
  rows: 58
  ioPinCount: 7
  fp_util_pct: 51.52
  core-area_um2: 25470
  chipArea_um2: 26900
  die-width_um: 164.0
place:
  routabilityCongestion: 0.9016
  post-dp-hpwl_um: 19080
  placed_area_um2: 13510
  pre_cts_ws_ns: 1.079
  place.port_buffers: 6
## kinds of logic (layout without fill, tap and decap cells)
kind of cell,Yosys count,after routing
DFF,318,318
and+or+nand+nor,223,223
AOI/OAI and AO/OA,109,109
muxes,82,82
buffers and inverters,64,101
xor gates and xnor gates,6,6
adders and majority gates,4,4
## per-stage QoR
step	std cells	utilization (%)	hold WS [ns]
5_1_grt	1173	57.37	0.4736
4_1_cts	1173	57.37	0.4685
3_3_place_gp	1111	53.02	0.4550
3_5_place_dp	1111	53.02	0.4606
2_1_floorplan	806	-	0.4149
6_report	1173	57.37	0.4688
## sequential cells by signal (all words and copies together), names as in the netlist
signal   cells
count       32
datain      13
dataout      8
mem        256
mosi         1
op_done      1
ready        1
state        6
## how the worst min path moves through the flow
stage                 depth (start not counted)  endpoint      from
after CTS                                     2     ready     ready
after global routing                          2     ready     ready
final                                         2  state[2]  state[3]
## critical path, delay by kind of cell (launching register included)
family | cells | cell delay [ns]
simple gates | 3 | 1.37
flops | 1 | 0.34
buf+inv | 1 | 0.42
compound gates | 2 | 1.12
## layout make-up
class / instances / area [um2]
inverters: 14 / 52.55
clock buffers: 48 / 977.2
clock inverters: 14 / 130.1
multi-input cells: 424 / 3699
flip-flops and latches: 318 / 9139
fillers: 1871 / 10860
well taps: 330 / 412.9
repair buffers: 25 / 202.7
## cells in the final DEF (no fill, tap or decap), drive strengths merged, types with 16 or more instances in the layout
| master | synthesis | final |
|---|---|---|
| a22oi | 32 | 32 |
| a31oi | 29 | 29 |
| buf | 24 | 19 |
| clkbuf | 26 | 48 |
| dfxtp | 41 | 41 |
| edfxtp | 277 | 277 |
| inv | 14 | 16 |
| mux4 | 66 | 66 |
| nand2 | 29 | 29 |
| nand3 | 29 | 29 |
| nand4 | 31 | 31 |
| nor2 | 58 | 58 |
| nor4 | 20 | 20 |
## power breakdown
group	switching, W	leakage, nW	total (W)	internal [W]
registers	0.0000206	2.84	0.00299	0.00297
logic	0.000192	1.12	0.000303	0.000110
clock network	0.000995	0.541	0.00250	0.00151
total	0.00121	4.51	0.00579	0.00458
## per-layer routing
| metal | vias up | part of all wire (%) | GRT usage, % |
|---|---|---|---|
| li1 | 3309 | - | - |
| met1 | 3669 | 37 | 38.93 |
| met2 | 513 | 46 | 37.40 |
| met3 | 64 | 14 | 17.28 |
| met4 | 2 | 2.8 | 5.766 |
| met5 | - | 0.12 | 1.136 |
Power figures rest on the tool's default switching activity, not on a simulated workload.
